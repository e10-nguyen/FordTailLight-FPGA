`/design/flow/config.mk`:
```
export PLATFORM = sky130hd
export DESIGN_NAME = run
export DESIGN_NICKNAME = run
export VERILOG_FILES = /design/flow/design.v
export SDC_FILE = /design/flow/constraint.sdc
export NUM_CORES = 4
export LEC_CHECK = 1
export CORE_AREA = 10 10 70 70
export DIE_AREA = 0 0 80 80
```
`/design/flow/constraint.sdc`:
```
current_design run

set clk_period 1.2
set clk_io_pct 0.2

create_clock -name clk0 -period $clk_period [get_ports {dimclk}]

set non_clock_inputs [all_inputs -no_clocks]
set_input_delay [expr $clk_period * $clk_io_pct] -clock clk0 $non_clock_inputs
set_output_delay [expr $clk_period * $clk_io_pct] -clock clk0 [all_outputs]
```
`/design/flow/design.v`:
```
module run(dimclk, runlight, patterns, lights);
  input dimclk, runlight;
  input reg[5:0] patterns;
  output reg[5:0] lights;
  reg toggle;
  always@(posedge dimclk) begin
    if (runlight)  begin
      toggle <= ~toggle;
      if (patterns[0] == 1) begin
        lights[0] <= 1'b1;
      end
      else begin
        lights[0] <= toggle;
      end
      if (patterns[1] == 1) begin
        lights[1] <= 1'b1;
      end
      else begin
        lights[1] <= toggle;
      end
      if (patterns[2] == 1) begin
        lights[2] <= 1'b1;
      end
      else begin
        lights[2] <= toggle;
      end
      if (patterns[3] == 1) begin
        lights[3] <= 1'b1;
      end
      else begin
        lights[3] <= toggle;
      end
      if (patterns[4] == 1) begin
        lights[4] <= 1'b1;
      end
      else begin
        lights[4] <= toggle;
      end
      if (patterns[5] == 1) begin
        lights[5] <= 1'b1;
      end
      else begin
        lights[5] <= toggle;
      end
  end
  else begin
    lights = patterns;
  end
end
endmodule
```
`/design/flow/run.sh`:
```
#!/bin/bash
# OpenROAD 26Q1-2900-gdf79404cd8, Yosys 0.63+post, stock flow scripts
make -C /OpenROAD-flow-scripts/flow DESIGN_CONFIG=/design/flow/config.mk WORK_HOME=/design/flow/orfs finish
```
==> results.cfg <==
; yosys + openroad results
[yosys]
syn-mean-instance-area_sq_um = 14.21
ys_seq_share = 0.7547
yosys_warnings = 1
xor_share = 0
ys_sh_aoi = 0.2264
ys_area_sq_um = 198.9
yosys.area_share.simple = 0
mux_area_frac = 0
ys_ff = 7
adder_share = 0
top_logic_kind = AND-OR/OR-AND gates
syn_area_sq_um = 198.9
synth_cells = 14
ys_cells = 14
synth_cell_types = 4

[clock_network]
cts.htree.levels = 1
clockBufferDepth = 2
cts_tree = yes
clkTransAtPathRegs_ps = 50
cts_buffers = 3
clock-root-buffer = clkbuf_4
worstSkewPairLatency_ps = 250
cts.sinks = 7

[timing]
fmax_ghz = 0.9810
finalHoldViolations = 0
max_slew_margin = 0.8427
rsz0062_at_grt = no
worst_slack_ps = 180.6
maxSlewViolCount = 0
hold_ws_ps = 538.5
finalClockSkew_ps = 1.876
finalCriticalPeriod_ps = 1019
setup_viol = 0
tightestPinTransition_ps = 235.2
tns_ps = 0
fin_crit_sh = 0.8495

[critical_path]
timing.rr.end = lights[4]
crit_family = flip-flops
path_buffers = 1
cp_cell_sequence = dlygate4sd2_1
required_ps = 960
cpPeakStageDelay_ps = 290
r2r.worst_path.cells = 1
cp-end-kind = output pin
critPathSlowestCell = dfxtp_1
timing.rr.start = toggle
worstPathArrival_ps = 780
startpoint_type = flop
cp_max_fo = 1
worst-setup-path-type = flop to output pin
reg2reg_slack_ps = 410

[routing]
dr.pass1.iters = 2
drtIter0Drc = 2
drc = 0
wire_per_inst_um = 8.247
via_per_inst = 2.169
antenna_left = 0
diodes = 0
route.vias.total = 167
routed_wl_um = 635

[floorplanning]
dieArea_sq_mm = 0.006400
num_rows = 21
boundaryPins = 14
die_h_um = 80
fp_util = 0.05824
design.core.area_sq_mm = 0.003416
die_w_um = 80

[global_routing]
track_usage = 0.01879
gr-total-overflow = 0
grt_pass1_wl_um = 910
grt_pass1_vias = 189
grt_max_degree = 8
antenna_found_initial = 0

[pwr]
leakage_nw = 0.1705
peakVddDrop_v = 0.0001639
total_power_mw = 0.5189
p_per_area_mw_per_mm2 = 1280

[worst_hold_path]
min_path_type = input pin to flop
hp-start = patterns[2]
holdPathEnd = lights[2]
hold_path_depth = 2

[run_status]
status = complete, no violations

[job]
tool_warnings = 25
maxCapViolCount = 0

[layout]
instances_no_fill = 77
drive_gt1_frac = 0.09677
layout_top_cells = clkdlybuf4s50_1, a21o_1, dfxtp_1, dlygate4sd2_1, clkbuf_4
layout_top_cell = clkdlybuf4s50_1
area_delta_synth_final_pct = 103.8

[placement]
gp_congestion = 0.6796
dp_slack_ps = 37.34
dp.cells = 73
numPortBuffers = 13
[area by class of cell]
type / instances / area [sq um]
inverters: 1 / 3.754
repair buffers: 13 / 122.6
well taps: 46 / 57.56
fillers: 403 / 3010
flip-flops and latches: 7 / 150.1
multi-input cells: 6 / 45.04
clock buffers: 4 / 26.28
[repair_timing]
| action | CTS | global route |
|---|---|---|
| setup buffers | 0 | 0 |
| hold buffers | 0 | 0 |
| setup endpoints to repair | 6 | 0 |
| resized | 6 | 0 |
[power by group]
| part | switching, mW | leakage, nW | total [mW] | internal, mW |
|---|---|---|---|---|
| Clock | 0.0816 | 0.0150 | 0.208 | 0.127 |
| Sequential | 0.00575 | 0.0603 | 0.260 | 0.254 |
| Combinational | 0.0114 | 0.0952 | 0.0508 | 0.0394 |
| Total | 0.0988 | 0.171 | 0.519 | 0.420 |
[through the flow]
step	utilization	instance area, sq um
after floorplan	-	198.9
after global placement	0.1132	386.6
after detailed placement	0.1132	386.6
after CTS	0.1187	405.4
after global routing	0.1187	405.4
final	0.1187	405.4
[per-layer routing]
metal  global-route usage  routed length (um)  vias to the layer above
met5                    0                   0                        -
met4              0.01232                  40                        0
met3             0.007955                  37                        5
met2              0.03772                 388                        8
met1              0.01336                 168                       72
li1                     -                   -                       82
[how the worst max path moves through the flow]
stage / depth (start not counted) / end / startpoint
6_report: 1 / lights[3] / lights[3]
5_1_grt: 1 / lights[3] / lights[3]
4_1_cts: 1 / lights[3] / lights[3]
[registers in the layout (all words and copies together) (netlist names)]
name    count
lights      6
toggle      1
[cell families (layout without fill, tap and decap cells)]
| family | count (synthesis) | after routing |
|---|---|---|
| AOI/OAI and AO/OA | 6 | 6 |
| DFF | 7 | 7 |
| buffers and inverters | 1 | 18 |
[cell usage after synthesis]
master    count  share of area
a21o_1        6           0.23
dfxtp_1       6           0.60
edfxtp_1      1           0.15
inv_1         1          0.019
Power is estimated from default activity; no workload was simulated.
